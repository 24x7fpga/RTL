### flow/run.sh
#!/bin/bash
# OpenROAD 26Q1-2900-gdf79404cd8, Yosys 0.63+post, stock flow scripts
make -C /OpenROAD-flow-scripts/flow DESIGN_CONFIG=/design/flow/config.mk WORK_HOME=/design/flow/orfs finish
### flow/config.mk
export PLATFORM = sky130hd
export DESIGN_NAME = pwm
export DESIGN_NICKNAME = pwm
export VERILOG_FILES = /design/flow/design.v
export SDC_FILE = /design/flow/constraint.sdc
export NUM_CORES = 4
export LEC_CHECK = 1
export CORE_UTILIZATION = 30
### flow/constraint.sdc
current_design pwm

set clk_period 6.6
set clk_io_pct 0.2

create_clock -name clk0 -period $clk_period [get_ports {clk}]

set non_clock_inputs [all_inputs -no_clocks]
set_input_delay [expr $clk_period * $clk_io_pct] -clock clk0 $non_clock_inputs
set_output_delay [expr $clk_period * $clk_io_pct] -clock clk0 [all_outputs]
### flow/design.v
`timescale 1ns/1ns 
module pwm #(parameter n = 8)( 
   pwm,
   clk, rst, duty, dvsr
   );
   input clk;
   input rst;
   input [n:0] duty;
   input [31:0]	dvsr;
   output	pwm;
   reg [n-1:0]	cnt_reg, cnt_nxt;
   reg [31:0]	t_reg, t_nxt;
   reg		pwm_reg, pwm_nxt;
   reg		tick;
   always@(posedge clk)
     begin
	if(!rst)begin
	   cnt_reg <= 'h0;
	   pwm_reg <= 'h0;
	   t_reg   <= 'h0;
	end else begin
	   cnt_reg <= cnt_nxt;
	   pwm_reg <= pwm_nxt;
	   t_reg   <= t_nxt;
	end
     end
   always@( cnt_reg or duty or dvsr or t_reg)
     begin
	if(t_reg == dvsr)
	  t_nxt = 'h0;
	else 
	  t_nxt = t_reg + 'h1;
	if (t_reg == 0)
	  tick = 1;
	else
	  tick = 0;
	if(tick)
	  cnt_nxt = cnt_reg + 1;
	else
	  cnt_nxt = cnt_reg;
	if({1'b0,cnt_reg} < duty)
	  pwm_nxt = 1;
	else
	  pwm_nxt = 0;
     end  
   assign pwm = pwm_reg;
endmodule 
==> COMMIT_EDITMSG <==
Update PnR metrics after Yosys + OpenROAD run

* Outcome: completed
- In the post-synthesis netlist, the biggest area contributors are dfxtp_1 (33%), xor2_1 (16%), xnor2_1 (7.7%).
* Flip-flop count of the largest register, all copies and words added: 32
* Unrepaired setup endpoints after global routing: no
- Synthesis handed over a netlist of 294 instances.
- Number of global-route vias before repair: 1940
- Standard-cell rows: 32
* Most common cell after layout, fill and taps aside: xor2_1
- Starting DRC count in detailed routing: 111
- In the final report, the number of pins over their slew limit comes to 0.
- Distinct cells, synth: 37
- After floorplanning, the core was sized to cover 0.00793 mm^2.
- Final worst-path cycle share: 0.453
* Tool warnings: 26
- Largest net degree at the start of global routing: 33
* Die Y: 93.5 um
- The synth_stat.txt file lists the number of cells as 294.
- The area fraction of the largest cell type after synthesis is 0.327.
* Sort of element at the start of the critical path: input pin
- Looking at the max-slew report, the worst-margin pin has a slew of 479 ps.
- Highest clock frequency the design can meet: 335 MHz
* Number of antenna violations at the first check in global routing: 0
- Minimum clock period: 2990 ps
- Data arrives at the worst endpoint at 3160 ps.
* Hold crit path type: reg2reg
- As logged by OpenROAD, the buffers inserted on ports number 43.
* Die area: 0.00874 mm^2
- The iteration count recorded for the first detailed-route pass is 4.
* Average cell area after synthesis: 8.54 um^2
* Number of flops mapped to enable cells by yosys: 0
* Post-synthesis to final-layout area growth: 22.7%
- Initial Util: 0.317
* Leakage: 1.28 nW
* Number of vias per cell: 4.64
- Post-DRT Antenna Nets: 0
* Postcts setup bufs: 0
- Note, the detailed placer reported a final HPWL of 4340 um.
- Gates resized, CTS repair: 0
- The number of clock buffers added by TritonCTS is 5.
- Across all layers, the routed design uses 2003 vias.
- The flow reported a cell area power density of 157 mW/mm^2.
* Cell area after synthesis: 0.00251 mm^2
* Worst setup path startpoint: dvsr[21]
* Final setup skew: 6.44 ps
* Ys async rst share: 0
- Warnings reported by Yosys during synthesis add up to 1.
- Looking at area per cell type in the netlist, the leader is dfxtp_1.
* CP required: 6770 ps
- First-pass GRT wire length: 9240 um
- TritonCTS clock tree: done
- Sequential cell area fraction in the yosys report: 0.327
- MaxCap Viol Count: 0
- Clock tree synthesis selected as its root buffer the cell clkbuf_8.
* Top Ports: 44
- The startpoint identified for the worst register-to-register timing path is t_reg[6].
* Max Buffers Root-to-Sink: 2
- Global placement routability congestion: 0.816
- Number of synthesized register bits: 41
- Worst min-delay path startpoint: cnt_reg[5]
- Final Hold Violation Tally: 0
* Remaining max-slew budget at the tightest pin: 0.678
- Crit end category: flip-flop
- Summed standard-cell area reported by yosys: 0.00251 mm^2
- Per the detail_route report, inserted antenna diodes total 0.
- Maximum VDD drop: 0.0000654 V
* DRC: 0
- Summed over all failing endpoints, the final setup total negative slack is 0 ps.
* Clock transition at the register clock pins on the worst setup and hold paths after CTS: 80 ps
* Most common logic cells in the final layout: xor2_1 (45), clkdlybuf4s50_1 (43), dfxtp_1 (41), nor2_1 (37), xnor2_1 (22)
* Number of failing setup endpoints in the final timing report: 0
- The critical path is of the in2reg type.
- The clock reaches the later pin of the worst-skew pair after 290 ps.
- The design draws 484 uW.
* Most common flop cell mapped by yosys: dfxtp_1
- Global router's overall resource usage: 0.137
* DRT Wirelength: 5690 um
* Number of sinks on the clock net: 41
- Per the final layout report, the fraction of cells sized above drive strength 1 comes to 0.0545.
- Hold buffer count at cts: 0
* X dimension of the die: 93.5 um
* # H-tree levels: 2
* Wire length per cell: 13.2 um
- After global routing the overflow that remains totals 0.
* CP max FO: 32
metal layers:
layer,GRT usage,part of all wire,vias to the layer above
met5,0,0,-
met4,0.0115,0.0074,0
met3,0.0190,0.037,5
met2,0.210,0.43,40
met1,0.214,0.53,895
li1,-,-,1063
stage by stage:
stage,setup WS [ps],utilization,area (um^2),hold slack (ps),cells
2_1_floorplan,4160,-,2510,458,294
3_3_place_gp,3320,0.378,3000,478,424
3_5_place_dp,3290,0.378,3000,492,424
4_1_cts,3610,0.388,3080,503,432
5_1_grt,3520,0.388,3080,535,432
6_report,3610,0.388,3080,498,432
final cells by class:
cell class                      instances  area (um^2)
Fill cell                             809         4850
Multi-Input combinational cell        220         1550
Timing Repair Buffer                   44          438
Sequential cell                        41          821
Inverter                               17         63.8
Clock buffer                            6         72.6
Clock inverter                          2         10.0
Tap cell                              102          128
cells in the mapped netlist (2+ instances only):
cell type and number:
nand2b_1 2, nor2b_1 3, a21oi_1 2, nor3_1 9, and4_1 6, nand4_1 5
xor2_1 45, ha_1 10, nand4_2 4, inv_1 17, buf_2 12, nor4_1 20
nor4_2 2, and3_1 4, a21o_1 2, buf_4 2, dfxtp_1 41, nor4b_1 2
nand3_1 13, and2_1 5, clkbuf_1 2, nand2_1 13, mux2i_1 2, xnor2_1 22
nor2_1 37
path summary, 6_finish.rpt:
check                           slack (ps)  cells after the start          to
worst max-delay path                  3610                      7   t_reg[11]
worst min-delay path                   500                      2  cnt_reg[5]
worst max register to register        4620                      6   t_reg[11]
worst min register to register         500                      2  cnt_reg[5]
worst max-delay path, stage by stage:
cell,delay [ps]
clkdlybuf4s50_1,430
xor2_1,160
nor4_1,480
nand4_1,180
o21ai_2,160
buf_4,340
nor2_1,90
cells by family (layout without fill, tap and decap cells):
| family | after synthesis | in the layout | synth area share |
|---|---|---|---|
| compound gates | 10 | 10 | 0.0274 |
| xor+xnor | 67 | 67 | 0.234 |
| fa+ha+maj | 10 | 10 | 0.0499 |
| buf+inv | 33 | 69 | 0.0583 |
| flops | 41 | 41 | 0.327 |
| mux | 2 | 2 | 0.00798 |
| simple gates | 131 | 131 | 0.296 |
report_power, final:
group / switching [mW] / leakage (nW) / internal (mW)
Combinational: 0.0268 / 0.906 / 0.0409
Sequential: 0.00568 / 0.331 / 0.252
Clock: 0.0854 / 0.0450 / 0.0733
Power figures rest on the tool's default switching activity, not on a simulated workload.
