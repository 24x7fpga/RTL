==> /design/flow/design.v <==
 `timescale 1ns/1ns
module i2c_ctrl ( 
   sda_en, tx_data, start, o_data, rw, rx_ack,
   clk, rst_n, init, busy, done, rd_wr, addr, cmd, data, rx_data, wr
   );
   output        sda_en;
   output [7:0]	 tx_data;
   output	 start;
   output [15:0] o_data;
   output	 rw;
   output	 rx_ack;
   input	 clk;
   input	 rst_n;
   input	 init;
   input	 busy;
   input	 done;
   input	 rd_wr;
   input [6:0]	 addr;
   input [7:0]	 cmd;
   input [7:0]	 data;
   input [7:0]	 rx_data;
   input wr;
  logic [15:0] o_data_reg, o_data_nxt;
   reg [15:0]		o_data;
   reg			rw;
   reg			rx_ack;
   reg			sda_en;
   reg			start;
   reg [7:0]		tx_data;
   typedef enum {st_idle, st_addr, st_addr_ack, st_cmd, st_cmd_ack, st_data, st_data_ack, st_recv, st_ack, st_recv2, st_nack} state_type;
   state_type st_reg, st_nxt;
   always_ff@(posedge clk)begin
     if(!rst_n)begin
	st_reg <= st_idle;
	o_data_reg <= 16'h0;
     end else begin
	st_reg <= st_nxt;
	o_data_reg <= o_data_nxt;
     end
   end
   always_comb begin
      st_nxt = st_reg;
      start  = 1'b0;
      rw     = 1'b0;
      sda_en = 1'b0;
      rx_ack = 1'bz;
      tx_data= 8'h0;
      o_data_nxt=o_data_reg;
      case(st_reg)
	st_idle : begin
	   if(init) begin
	      st_nxt = st_addr;
	      start  = 1'b1;
	   end else begin
	      st_nxt = st_idle;
	      start = 1'b0;
	   end
	end
	st_addr : begin
	   rw      = 1'b0;
	   tx_data = {addr, rd_wr};
	   if(busy)
	     st_nxt = st_addr;
	   else
	     st_nxt = st_addr_ack;
	end
	st_addr_ack : begin
	   start = 1'b1;
	   if(rd_wr)
	       rw      = 1'b1;
	   else
	       rw      = 1'b0;
	   if(busy)begin
	      if(rd_wr)begin
            st_nxt = st_recv;
	      end else begin
            st_nxt = st_cmd;
          end
	   end else
	     st_nxt = st_addr_ack;
	end
	st_cmd : begin
	   rw      = 1'b0;
	   tx_data = cmd;
	   if(busy)
	     st_nxt = st_cmd;
	   else
	     st_nxt = st_cmd_ack;
	end
	st_cmd_ack : begin
	   if(wr)begin
	       start = 1'b1;
	       if(busy)
	           st_nxt = st_data;
	       else
	           st_nxt = st_cmd_ack;
	   end else begin
	       start = 1'b0;
	       if(done)
	       st_nxt = st_idle;
	       else
	       st_nxt = st_cmd_ack;
	   end	  
	end
	st_data : begin
	   rw      = 1'b0; 
	   tx_data = data;
	   if(busy)
	     st_nxt = st_data;
	   else
	     st_nxt = st_data_ack;
	end
	st_data_ack : begin
	   if(done)
	     st_nxt = st_idle;
	   else
	     st_nxt = st_data_ack;
	end
	st_recv : begin   
	   if(busy)
	     st_nxt = st_recv;
	   else begin
	     o_data_nxt[15:8] = rx_data;
	     case(cmd[1:0])
	       2'b00 , 2'b11: st_nxt = st_ack;
	       default : st_nxt = st_nack;
	     endcase  
	   end
	end  
	st_ack : begin
	   sda_en = 1'b1;
	   start  = 1'b1;
	   rx_ack = 1'b0;
	   if(busy)
	     st_nxt = st_recv2;
	   else
	     st_nxt = st_ack;
	end
	st_recv2 : begin
	   if(busy)
	     st_nxt = st_recv2;
	   else begin
	      o_data_nxt[7:0] = rx_data;
	      st_nxt = st_nack;
	   end
	end
	st_nack : begin
	   sda_en = 1'b1;
	   rx_ack = 1'b1;
	   if(done)
	     st_nxt = st_idle;
	   else
	     st_nxt = st_nack;
	end
      endcase  
   end  
assign o_data = o_data_reg;
endmodule  
==> /design/flow/run.sh <==
#!/bin/bash
# OpenROAD 26Q1-2900-gdf79404cd8, Yosys 0.63+post, stock flow scripts
make -C /OpenROAD-flow-scripts/flow DESIGN_CONFIG=/design/flow/config.mk WORK_HOME=/design/flow/orfs finish
==> /design/flow/config.mk <==
export PLATFORM = sky130hd
export DESIGN_NAME = i2c_ctrl
export DESIGN_NICKNAME = i2c_ctrl
export VERILOG_FILES = /design/flow/design.v
export SDC_FILE = /design/flow/constraint.sdc
export NUM_CORES = 4
export LEC_CHECK = 1
export CORE_AREA = 10 10 114 114
export DIE_AREA = 0 0 124 124
==> /design/flow/constraint.sdc <==
current_design i2c_ctrl

set clk_period 1.5
set clk_io_pct 0.2

create_clock -name clk0 -period $clk_period [get_ports {clk}]

set non_clock_inputs [all_inputs -no_clocks]
set_input_delay [expr $clk_period * $clk_io_pct] -clock clk0 $non_clock_inputs
set_output_delay [expr $clk_period * $clk_io_pct] -clock clk0 [all_outputs]
==> flow_metrics.py <==
# Synthesis and PnR figures
metrics = {
    "final_timing": {
        "setup_viol": 1,
        "fmax_mhz": 658,
        "finalHoldViolations": 0,
        "finalClockPeriodUsage": 1.01,
        "rsz0062_at_grt": "true",
        "clock-skew-final_ns": 0.00252,
        "fin_crit_ns": 1.52,
        "layout_setup_ws_ns": -0.0205,
        "worst_slew_pin_slew_ns": 0.295,
        "slew_headroom": 0.803,
        "maxSlewViolCount": 0,
    },
    "route": {
        "drt_wl_total_mm": 4.37,
        "diodes": 0,
        "wl_per_cell_um": 12.4,
        "firstDrtPassIters": 6,
        "num_vias": 1210,
        "via_per_inst": 3.43,
        "drtIter0Drc": 134,
        "drtAntennaViolNets": 0,
        "drc_errors": 0,
    },
    "synthesis": {
        "yosys_warnings": 3,
        "synth-seq-cells": 27,
        "synthCells": 143,
        "synth_top_flop_cell": "dfxtp_1",
        "synth_top_area_share": 0.453,
        "yosysMostFrequentCell": "nand2_1",
        "ys_chip_area_sq_um": 1190,
        "ys_seq_frac": 0.453,
        "synth_area_per_cell_sq_um": 8.34,
        "ys_types": 25,
        "edf_count": 0,
        "async_flop_share": 0,
        "common_cells": "nand2_1 (37), dfxtp_1 (27), inv_1 (12)",
        "ys_cells": 143,
        "synthTopCellsByArea": "dfxtp_1 (45%), nand2_1 (12%), a222oi_1 (6.7%)",
        "largest_area_cell": "dfxtp_1",
        "syn_area_sq_um": 1190,
    },
    "power": {
        "leakagePower_nw": 0.891,
        "p_int_mw": 1.05,
        "pwr-share-seq": 0.549,
        "switching_share": 0.215,
        "ir_drop_mv": 0.200,
        "power_frac_comb": 0.144,
        "cellPowerDensity_nw_per_um2": 631,
        "p_clk_frac": 0.308,
        "p_sw_mw": 0.287,
    },
    "floorplanning": {
        "ios": 66,
        "die_y_um": 124,
        "row_count": 37,
        "core_sq_um": 10400,
        "die_w_um": 124,
        "fp_util": 0.114,
        "dieArea_sq_um": 15400,
    },
    "placement": {
        "dp_slack_ns": -0.339,
        "globalplace.congestion": 0.802,
        "dp_cells": 347,
        "dp_hpwl_mm": 3.50,
        "portBuffers": 65,
    },
    "critical_path": {
        "r2r_cells": 4,
        "crit_required_ns": 1.20,
        "crit_slowest_cell": "clkdlybuf4s50_1",
        "arrival_ns": 1.22,
        "r2r-end": "o_data_reg[8]$_SDFFE_PN0P_",
        "cp-start-kind": "input pin",
        "critPathMaxStageDelay_ns": 0.40,
        "r2r_slack_ns": 0.49,
        "r2r-start": "st_reg[10]$_DFF_P_",
        "cp_top_family": "buffers and inverters",
        "path_cells": "clkdlybuf4s50_1 > a222oi_1 > inv_1 > buf_2",
        "endpoint_kind": "output pin",
        "worstSetupPathType": "in -> out",
        "critical_path_depth": 4,
        "cp_max_fo": 1,
        "critPathBufInv": 3,
    },
    "cts": {
        "cts_max_path_buffers": 2,
        "clkSinkCount": 27,
        "cts_tree": "yes",
        "holdBufCountCts": 0,
        "clk_latency_ns": 0.27,
        "htree_levels": 1,
        "cts_made_buffers": 3,
        "clkTransAtPathRegs_ns": 0.09,
        "cts-root-buf": "clkbuf_8",
    },
    "global_routing": {
        "grt_max_degree": 17,
        "grt.met1_usage": 0.0642,
        "gr-max-usage-layer": "met2",
        "first_global_vias": 1187,
        "grt_pass1_wl_mm": 6.44,
        "grt-ovfl-total": 0,
        "antenna_found_initial": 0,
        "use_met3": 0.0161,
        "track_usage": 0.0527,
        "gr-usage-met2": 0.0917,
    },
    "cells_and_area": {
        "logic_area_sq_um": 552,
        "area_growth_pct": 76.9,
        "largest_register_ff_count": 16,
        "drive_gt1_frac": 0.171,
        "regArea_sq_um": 551,
        "n_fill_cell": 1131,
        "layout.cells.non_filler": 353,
    },
    "worst_hold_path": {
        "hold_path_class": "reg -> reg",
        "hold_path.startpoint": "o_data_reg[13]$_SDFFE_PN0P_",
        "hold_end": "o_data_reg[13]$_SDFFE_PN0P_",
        "hold-path-cell-count": 2,
    },
    "outcome": {
        "violations": "setup timing",
        "status": "finished with violations",
    },
    "job": {
        "cap_violations": 0,
        "tool_warnings": 27,
    },
}
-- power groups by stage --
stage	Clock, mW	Sequential [mW]	Combinational (mW)
6_report	0.410	0.730	0.192
5_1_grt	0.465	0.732	0.210
4_1_cts	0.437	0.730	0.196
-- worst max-delay path by stage --
stage	start	end	slack (ns)
4_1_cts	data[3]	tx_data[3]	-0.02
5_1_grt	st_reg[8]$_DFF_P_	tx_data[4]	-0.09
6_report	data[3]	tx_data[3]	-0.02
-- cell type report --
| type | instances | area share |
|---|---|---|
| flip-flops and latches | 27 | 0.261 |
| repair buffers | 80 | 0.354 |
| multi-input cells | 94 | 0.262 |
| well taps | 136 | 0.0807 |
| inverters | 12 | 0.0214 |
| clock buffers | 4 | 0.0214 |
-- worst register-to-register path, stage by stage, from the launching register on --
cell,delay (ns)
dfxtp_1,0.43
nor2b_1,0.16
buf_4,0.17
nand2_1,0.06
a21boi_1,0.12
-- through the flow --
step / total power, mW / setup TNS [ns] / cell area [sq um] / hold slack (ns) / utilization
final: 1.33 / -0.0205 / 2110 / 0.461 / 0.203
after global routing: 1.41 / -0.463 / 2110 / 0.487 / 0.203
after CTS: 1.36 / -0.0190 / 2100 / 0.464 / 0.201
after detailed placement: 0.960 / -3.25 / 2070 / 0.450 / 0.199
after global placement: 0.960 / -3.06 / 2070 / 0.444 / 0.199
after floorplan: 0.793 / 0 / 1190 / 0.421 / -
-- timing repair --
item,4_1_cts,5_1_grt
setup buffers,2,0
endpoints found under the setup margin,12,9
gates resized,44,5
gates cloned,0,0
pin swaps,9,4
-- layout by cell type, fill, tap and decap left out, types with 5 or more instances in the layout --
master / instances
a21boi_1: 9
a222oi_1: 8
nand2_1: 37
dfxtp_2: 5
a21boi_0: 8
nor2_1: 9
buf_4: 13
dfxtp_1: 21
buf_2: 8
clkdlybuf4s50_1: 43
inv_1: 12
dlygate4sd2_1: 9
-- logic make-up (layout without fill, tap and decap cells) --
group / Yosys count / in the layout / share of synthesized area
and+or+nand+nor: 60 / 60 / 0.224
AOI/OAI and AO/OA: 32 / 32 / 0.217
DFF: 27 / 27 / 0.453
buffers and inverters: 22 / 96 / 0.0902
xor gates and xnor gates: 1 / 1 / 0.00735
muxes: 1 / 1 / 0.00839
-- layer usage --
metal  wire (um)  vias up
met2        2310       36
li1            -      622
met5           0        -
met4          47        0
met3         348        2
met1        1670      550
Power and IR drop assume default switching activity.
