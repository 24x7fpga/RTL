### flow/config.mk
export PLATFORM = sky130hd
export DESIGN_NAME = uart
export DESIGN_NICKNAME = uart
export VERILOG_FILES = /design/flow/design.v
export SDC_FILE = /design/flow/constraint.sdc
export NUM_CORES = 4
export LEC_CHECK = 1
export CORE_UTILIZATION = 30
### flow/constraint.sdc
current_design uart

set clk_period 3.3
set clk_io_pct 0.2

create_clock -name clk0 -period $clk_period [get_ports {clk}]

set non_clock_inputs [all_inputs -no_clocks]
set_input_delay [expr $clk_period * $clk_io_pct] -clock clk0 $non_clock_inputs
set_output_delay [expr $clk_period * $clk_io_pct] -clock clk0 [all_outputs]
### flow/design.v
`timescale 1ns/1ns
module baud_rate( 
   s_tick,
   clk, rst, dvsr
   );
   input logic clk;
   input logic rst;
   input logic [10:0] dvsr;
   output logic       s_tick;
   logic [10:0]       cnt_reg, cnt_nxt;
   always_ff@(posedge clk, posedge rst)
     if(rst)
       cnt_reg <= 0;
     else
       cnt_reg <= cnt_nxt;
   assign cnt_nxt = (cnt_reg == dvsr) ? 0 : cnt_reg + 1;
   assign s_tick = (cnt_reg == 1);
endmodule  
`timescale 1ns/1ns 
module uart #(parameter DBIT = 8, SB_TICK = 16)( 
   tx_busy, rx_busy, tx_done_tick, rx_done_tick, dout,
   clk, rst, din, dvsr, tx_start
   ); 
   input logic             clk;
   input logic		   rst;
   input logic [DBIT-1: 0] din;
   input logic [10:0]	   dvsr;
   input logic		   tx_start;
   output logic		   tx_busy;
   output logic		   rx_busy;
   output logic		   tx_done_tick;
   output logic		   rx_done_tick;
   output logic [DBIT-1:0] dout;
  logic			s_tick;			 
  wire			tx;			 
   logic 		rx;
   assign rx = tx;
   baud_rate BR ( 
		 .s_tick		(s_tick),
		 .clk			(clk),
		 .rst			(rst),
		 .dvsr			(dvsr[10:0]));
   uart_tx #( 
	     .DBIT			(DBIT),
	     .SB_TICK			(SB_TICK)) TX ( 
						       .tx_done_tick	(tx_done_tick),
						       .tx_busy		(tx_busy),
						       .tx		(tx),
						       .clk		(clk),
						       .rst		(rst),
						       .din		(din[7:0]),
						       .tx_start	(tx_start),
						       .s_tick		(s_tick)); 
   uart_rx #( 
	     .DBIT			(DBIT),
	     .SB_TICK			(SB_TICK)) RX ( 
						       .dout		(dout[7:0]),
						       .rx_busy		(rx_busy),
						       .rx_done_tick	(rx_done_tick),
						       .clk		(clk),
						       .rst		(rst),
						       .rx		(rx),
						       .s_tick		(s_tick)); 
endmodule 
`timescale 1ns/1ns
module uart_rx #(parameter DBIT = 8, SB_TICK = 16)( 
   dout, rx_busy, rx_done_tick,
   clk, rst, rx, s_tick
   );
   input logic clk;
   input logic rst;
   input logic rx;
   input logic s_tick;
   output logic [7:0] dout;
   output logic	      rx_busy;
   output logic	rx_done_tick;
   typedef enum {idle, start, data, stop} state_type;
   state_type st_reg, st_nxt;
   logic [3:0] 	tk_reg, tk_nxt;     
   logic [2:0] 	bt_reg, bt_nxt;     
   logic [7:0] 	dt_reg, dt_nxt;     
   always_ff@(posedge clk, posedge rst)
     if(rst)begin
	st_reg <= idle;
	tk_reg <= 0;
	bt_reg <= 0;
	dt_reg <= 0;
     end else begin
	st_reg <= st_nxt;
	tk_reg <= tk_nxt;
	bt_reg <= bt_nxt;
	dt_reg <= dt_nxt;
     end  
   always_comb begin
      st_nxt = st_reg;
      tk_nxt = tk_reg;
      bt_nxt = bt_reg;
      dt_nxt = dt_reg;
      rx_done_tick = 1'b0;
      case(st_reg)
	idle: begin
	  if(~rx)begin
	    st_nxt = start;
	     tk_nxt = 0;
	  end
	end  
	start: begin
	  if(s_tick)
	    if(tk_reg == 7)begin
	       st_nxt = data;
	       tk_nxt = 0;
	       bt_nxt = 0;
	    end
	    else
	      tk_nxt = tk_reg + 1;
	end  
	data: begin
	  if(s_tick)
	    if(tk_reg == 15)begin
	       tk_nxt = 0;
	       dt_nxt = {rx, dt_reg[7:1]};
	       if(bt_nxt == (DBIT-1))
		 st_nxt = stop;
	       else
		 bt_nxt = bt_reg + 1;
	    end
	    else
	      tk_nxt = tk_reg + 1;
	end  
	stop: begin
	  if(s_tick)
	    if(tk_reg == (SB_TICK - 1))begin
	       st_nxt = idle;
	       rx_done_tick = 1'b1;
	    end
	    else
	      tk_nxt = tk_reg + 1;
	end  
      endcase  
   end  
   assign rx_busy = (st_reg == idle) ? 1'b0 : 1'b1;
   assign dout = dt_reg;
endmodule  
`timescale 1ns/1ns
module uart_tx #(parameter DBIT = 8, SB_TICK = 16)( 
   tx_done_tick, tx_busy, tx,
   clk, rst, din, tx_start, s_tick
   );
   input        clk;
   input	rst;
   input [7:0]	din;
   input	tx_start;
   input	s_tick;
   output logic	tx_done_tick;
   output	tx_busy;
   output	tx;
   typedef enum      {idle, start, data, stop} state_type;
   state_type st_reg, st_nxt;
   logic [3:0] 	tk_reg, tk_nxt;
   logic [2:0] 	bt_reg, bt_nxt;
   logic [7:0] 	dt_reg, dt_nxt;
   logic 	tx_reg, tx_nxt;
   always_ff@(posedge clk, posedge rst)
     if(rst)begin
	st_reg <= idle;
	tk_reg <= 0;
	bt_reg <= 0;
	dt_reg <= 0;
	tx_reg <= 0;
     end else begin
	st_reg <= st_nxt;
	tk_reg <= tk_nxt;
	bt_reg <= bt_nxt;
	dt_reg <= dt_nxt;
	tx_reg <= tx_nxt;
     end  
   always_comb begin
      st_nxt = st_reg;
      tk_nxt = tk_reg;
      bt_nxt = bt_reg;
      dt_nxt = dt_reg;
      tx_nxt = tx_reg;
      tx_done_tick = 1'b0;
      case(st_reg)
	idle: begin
	  tx_nxt = 1'b1;
	  if(tx_start)begin
	     st_nxt = start;
	     tk_nxt = 0;
	     dt_nxt = din;
	  end
	end  
	start: begin
	   tx_nxt = 1'b0;
	   if(s_tick)
	     if(tk_reg == 15)begin
		st_nxt = data;
		tk_nxt = 0;
		bt_nxt = 0;
	     end
	     else
	       tk_nxt = tk_reg + 1;
	end  
	data: begin
	   tx_nxt = dt_reg[0];
	   if(s_tick)
	     if(tk_reg == 15)begin
		      tk_nxt = 0;
		      dt_nxt = dt_reg >> 1;
            if(bt_nxt == (DBIT-1))
              st_nxt = stop;
            else
              bt_nxt = bt_reg + 1;
	     end
	     else
	       tk_nxt = tk_reg + 1;
	end  
	stop: begin
	   tx_nxt =  1'b1;
	   if(s_tick)
	     if(tk_reg == (SB_TICK-1))begin
		st_nxt = idle;
		tx_done_tick = 1'b1;
	     end
	     else
	       tk_nxt = tk_reg +1;
	end  
      endcase  
   end  
   assign tx_busy = (st_reg == idle) ? 1'b0: 1'b1;
   assign tx = tx_reg;
endmodule  
### flow/run.sh
#!/bin/bash
# OpenROAD 26Q1-2900-gdf79404cd8, Yosys 0.63+post, stock flow scripts
make -C /OpenROAD-flow-scripts/flow DESIGN_CONFIG=/design/flow/config.mk WORK_HOME=/design/flow/orfs finish
==> results.txt <==
hold endpoint: BR.cnt_reg[0]$_DFF_PP0_
First-pass DRT Iterations: 4
CTS tree: built
R2R Path Start: BR.cnt_reg[1]$_DFF_PP0_
Simple-Gate Area Share: 18.9%
initial antenna violation count: 0
Peak VDD IR: 0.240 mV
yosys stat cell total: 274
Reg2Reg Setup Slack: 630 ps
worst-skew pair later-pin latency: 310 ps
Reg-to-Reg End: RX.dt_reg[0]$_DFFE_PP0P_
number of OpenROAD warnings: 26
CTS Sinks: 50
Main logic family: simple AND/OR/NAND/NOR gates
setup violators final: 0
Chip Area, Yosys: 2720 um2
GRT Total Usage: 12.2%
met3 Track Usage GR: 1.83%
post-route ant nets: 0
Non-Filler Instances: 415
via count: 2079
Max-slew headroom: 54.1%
switching pwr: 0.612 mW
# diodes: 0
Net Sw Frac: 34.5%
Synthesized registers: 50
final period utilization: 96.1%
final WL: 5470 um
EDFF count, synth: 0
layout cells sized above 1: 14.3%
initial drt markers: 80
Buffers on Ports: 33
final hold violation count: 0
FMAX: 0.315 GHz
Pleak: 1.34 nW
Critical Path End Type: output port
final RePlAce weighted congestion: 0.900
vias in the first global route: 1964
worst hold path class: reg -> reg
cell count after synthesis: 274
clock power share: 21.8%
PD cells: 542 nW/um2
Pre-Place Util: 31.0%
worst-path fanout max: 5
GRT Max-Usage Layer: met1
register share after synthesis: 46.1%
worst hold start: BR.cnt_reg[0]$_DFF_PP0_
Worst-path clk slew: 90 ps
outcome: completed
num rows: 34
placed cells: 405
minimum clock period after layout: 3170 ps
Die Width: 97.2 um
required time of the critical path: 2640 ps
Syn Area/Cell: 9.92 um2
max reg flops: 11
Area Overhead vs Synth: 20.4%
AO/OA Area Share: 15.1%
Hold Crit Depth: 1
r2r worst-path depth: 7
async set or reset register ratio after synthesis: 100%
Core Area: 8760 um2
Hold-fix buffers, CTS: 0
Multiplexer share: 5.25%
routed vias/inst: 5.01
Flop pwr share: 49.9%
critical path arrival: 2510 ps
Clock Tree Root: clkbuf_8
CTS Buf Count: 5
Worst Skew: 7.33 ps
FA/HA/MAJ Cells, Area Fraction: 3.68%
die area: 9450 um2
max_cap viols: 0
overall die height: 97.2 um
Combinational Power Share: 28.3%
IO Pins: 34
GR Layer Usage met1: 20.0%
largest net degree at the start of global routing: 29
yosys xor share: 6.44%
internal power: 1.16 mW
YS warnings: 3
dpl hpwl: 3910 um
unique cell type count in the Yosys netlist: 49
Setup CP Type: reg -> out
met2 usage: 17.9%
ys flop type: dfrtp_1
H-tree levels: 2
detailed-route wire length per cell: 13.2 um
maximum clock insertion buffer count: 2
Synth Cell Area: 2720 um2
Pwr Total: 1.78 mW
first-pass GRT wire length: 9460 um
pin slew with the least headroom to its limit: 689 ps
DRC Markers: 0
Overflow after GRT: 0
Slew Viols, Final: 0
crit start category: flop
## cell usage after synthesis, types with 3 or more instances
cell	instances	area (um2)
dfrtp_1	48	1200
nor2_1	23	86.3
nand2_1	19	71.3
o21ai_0	19	95.1
xnor2_1	15	131
nand3_1	12	60.1
inv_1	11	41.3
mux2_2	10	113
a21oi_1	9	45.0
clkbuf_1	9	33.8
nand4_1	9	56.3
or3_1	9	56.3
ha_1	8	100
nor3_1	6	30.0
o221a_2	6	67.6
a31oi_1	5	31.3
xor2_1	5	43.8
o31ai_1	4	30.0
and3_1	3	18.8
mux2i_1	3	30.0
o41ai_1	3	26.3
## power by group through the flow
stage	registers, mW	clock network [mW]	logic (mW)
global route	0.912	0.429	0.570
CTS	0.886	0.406	0.486
finish	0.886	0.387	0.503
## cell families after synthesis
group,after synthesis
simple gates,97
flops,50
fa+ha+maj,8
compound gates,59
mux,13
buf+inv,27
xor+xnor,20
## metal layers
layer / wire length, um / vias to the layer above / share of wire [%]
met3: 153 / 5 / 2.8
li1: - / 1060 / -
met1: 2830 / 982 / 52
met4: 80 / 0 / 1.5
met5: 0 / - / 0
met2: 2410 / 32 / 44
## metrics by stage
step | utilization (%) | setup WS, ps | hold slack (ps) | cell area [um2] | setup TNS [ps]
2_1_floorplan | - | 731 | 455 | 2720 | 0
3_3_place_gp | 35.9 | 378 | 493 | 3150 | 0
3_5_place_dp | 35.9 | 360 | 507 | 3150 | 0
4_1_cts | 37.1 | 16.0 | 531 | 3250 | 0
5_1_grt | 37.4 | -8.44 | 532 | 3270 | -8.44
6_report | 37.4 | 128 | 514 | 3270 | 0
## how the worst max path moves through the flow
stage	start	to	slack, ps	cells after the start
after CTS	BR.cnt_reg[1]$_DFF_PP0_	rx_done_tick	20	6
after global routing	BR.cnt_reg[1]$_DFF_PP0_	rx_done_tick	-8	6
final	BR.cnt_reg[1]$_DFF_PP0_	rx_done_tick	130	6
## cell usage in the layout, fill, tap and decap left out, types with 2 or more instances in the layout
cell type,instances
xnor2_1,15
nor3_1,6
and3_1,3
a31oi_1,5
nand2_1,19
xor2_1,5
or4_4,2
dfstp_2,2
clkbuf_8,6
nor2_1,22
nand2b_1,2
mux2_2,10
clkdlybuf4s50_1,33
or3_1,9
o21ai_0,19
o221a_2,6
nor3b_1,2
o311ai_0,2
nand3_1,12
dfrtp_1,47
o31ai_1,4
o31a_1,2
mux2i_1,3
ha_1,8
buf_4,8
inv_1,10
o41ai_1,3
clkinv_4,2
nor4_1,2
a21oi_1,9
nand4_1,9
## critical path: stages (launching register included)
cell and delay [ps]:
dfrtp_1 420, inv_1 70, ha_1 140, or4b_4 470, or4_4 550, nor2_2 110, clkdlybuf4s50_1 460
## area by class of cell
| class | count | area, um2 |
|---|---|---|
| Inverter | 11 | 41.3 |
| Timing Repair Buffer | 41 | 390 |
| Tap cell | 108 | 135 |
| Sequential cell | 50 | 1250 |
| Clock buffer | 6 | 82.6 |
| Fill cell | 866 | 5490 |
| Clock inverter | 2 | 17.5 |
| Multi-Input combinational cell | 197 | 1350 |
## timing repair
item                                    in CTS  in global routing
buffers inserted                             0                  2
gates resized                                0                  4
endpoints found under the setup margin       0                  1
endpoints found under the hold margin        0                  0
Power is estimated from default activity; no workload was simulated.
