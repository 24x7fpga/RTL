$ cat flow/run.sh
#!/bin/bash
# OpenROAD 26Q1-2900-gdf79404cd8, Yosys 0.63+post, stock flow scripts
make -C /OpenROAD-flow-scripts/flow DESIGN_CONFIG=/design/flow/config.mk WORK_HOME=/design/flow/orfs finish
$ cat flow/config.mk
export PLATFORM = sky130hd
export DESIGN_NAME = barrel_shift
export DESIGN_NICKNAME = barrel_shift
export VERILOG_FILES = /design/flow/design.v
export SDC_FILE = /design/flow/constraint.sdc
export NUM_CORES = 4
export LEC_CHECK = 1
export CORE_AREA = 10 10 112 112
export DIE_AREA = 0 0 122 122
$ cat flow/constraint.sdc
current_design barrel_shift

set clk_period 3.2
set clk_io_pct 0.2

create_clock -name clk0 -period $clk_period

set non_clock_inputs [all_inputs -no_clocks]
set_input_delay [expr $clk_period * $clk_io_pct] -clock clk0 $non_clock_inputs
set_output_delay [expr $clk_period * $clk_io_pct] -clock clk0 [all_outputs]
$ cat flow/design.v
`timescale 1ns/1ns
module barrel_shift( 
   out_rh, out_lf,
   in, rt
   ); 
  input [16-1:0] in; 
  input [$clog2(16)-1:0] rt;
   output [16-1:0] 	     out_rh;
   output [16-1:0] 	     out_lf;
   barrel_shift_right BSR ( 
			   .out_rh		(out_rh[16-1:0]),
			   .in			(in[16-1:0]),
			   .rt			(rt[$clog2(16)-1:0]));
   barrel_shift_left BSL ( 
			  .out_lf		(out_lf[16-1:0]),
			  .in			(in[16-1:0]),
			  .rt			(rt[$clog2(16)-1:0]));
endmodule 
`timescale 1ns/1ns
module barrel_shift_left ( 
   out_lf,
   in, rt
   );
   input [16-1:0] in;
   input [$clog2(16)-1:0] rt;  
   output [16-1:0] 	 out_lf;
   logic [16-1:0] stg [$clog2(16)-1:0];
    generate
    genvar i;
      assign stg[0] = rt[0] ? {in[16-2:0], in[16-1]} : in;
      for (i = 1; i < $clog2(16); i=i+1)begin
	       assign stg[i] = rt[i] ? {stg[i-1][(16-(2*i)):0], stg[i-1][16-1:(16 - (2**i))]} : stg[i-1];
      end
      assign out_lf = stg[$clog2(16)-1];
   endgenerate 
endmodule  
`timescale 1ns/1ns
module barrel_shift_right ( 
   out_rh,
   in, rt
   );
   input [16-1:0] in;
   input [$clog2(16)-1:0] rt;  
   output [16-1:0] 	 out_rh;
   logic [16-1:0] stg [$clog2(16)-1:0];
    generate
    genvar i;
      assign stg[0] = rt[0] ? {in[0], in[16-1:1]} : in;
      for (i = 1; i < $clog2(16); i=i+1)begin
	       assign stg[i] = rt[i] ? {stg[i-1][(2*i)-1:0], stg[i-1][16-1:2**i]} : stg[i-1];
      end
      assign out_rh = stg[$clog2(16)-1];
   endgenerate 
endmodule  
==> reports/metrics.csv <==
stage;metric;value;unit
setup_path;CP Max Fanout;8;
global_routing;largest net degree at the start of global routing;26;
floorplanning;Die Y;122;um
min_path;hold_sp;in[12];
placed_design;post-place setup slack;-0.244;ns
timing;Setup TNS;0;ns
run_status;status;finished clean;
floorplanning;die area;14900;um2
drt;DRT Pass-1 Iters;5;
layout;CLK BUF;0;
timing;fin worst setup slack;0.0555;ns
floorplanning;# IOs;52;
timing;period utilization;98.3;%
clock_network;Post-CTS Hold Buffers;0;
drt;top routing layer in use;met4;
setup_path;critical path required time;2.56;ns
drt;Detail Route Antenna Nets;0;
placed_design;Final GP Congestion;0.957;
yosys;Syn Area/Cell;9.87;um2
timing;Final Hold Violating Endpoints;0;
run;tool warning count;33;
yosys;yosys simple share;7.61;%
yosys;largest area contributor in the synthesized netlist;mux4_2;
yosys;Largest type area fraction;45.6;%
setup_path;crit start category;input port;
drt;vias post-DR;1969;
yosys;adder share;0;%
global_routing;GRT overflow;0;
setup_path;WS Path Type;input port to output pin;
drt;drt drc;0;
yosys;synthesis area per yosys;1680;um2
min_path;min-delay worst type;input port to output pin;
global_routing;global-route wire length before repair;10900;um
yosys;# Cells Yosys;170;
power_and_ir_drop;overall power;498;uW
setup_path;Worst EP arrival;2.50;ns
placed_design;count of buffers from port buffering;52;
clock_network;post-CTS setup buffers;0;
floorplanning;Die X;122;um
global_routing;number of global-route vias before repair;1955;
drt;met2 WL;3360;um
global_routing;initial antenna violation count;0;
layout;flop count;0;
timing;min Tclk post-route;3.14;ns
setup_path;slowest CP cell;mux4_2;
drt;ant diodes;0;
drt;drt first-iter violations;215;
power_and_ir_drop;P per Cell Area;183;nW/um2
layout;Synth-to-Final Area Change;62.6;%
timing;final setup vio count;0;
layout;Fillers;1076;
setup_path;most used cell, CP;clkdlybuf4s50_1;
global_routing;gr usage total;9.16;%
timing;Max Fclk;318;MHz
setup_path;Worst path max stage delay;0.53;ns
power_and_ir_drop;peak supply drop;57.2;uV
drt;met1 WL;2790;um
min_path;hold depth;5;
yosys;aoi share;22.5;%
power_and_ir_drop;Leak Pwr;1.06;nW
yosys;yosys warns;4;
floorplanning;Core Util at FP;16.4;%
yosys;Post-Synthesis Cell Area;1680;um2
yosys;Cells after Synth;170;
yosys;Yosys cell types;24;
drt;average wire per standard cell;18.1;um
timing;final slew viol count;0;
yosys;comb area leader;multiplexers;
placed_design;HPWL after detailed placement;5820;um
setup_path;crit path cell chain;clkdlybuf4s50_1 > buf_4 > mux4_2 > a22oi_1 > nand2_1 > clkdlybuf4s50_1;
floorplanning;Row Count;37;
yosys;Top area cell types;mux4_2 46%, o22ai_1 13%, mux2i_1 8.9%;
min_path;Hold Path Sink;out_lf[7];
run;max_cap viols;0;
yosys;yosys xor share;0;%
yosys;Mux area share;60.9;%
drt;Total Wirelength;7050;um
floorplanning;Core Footprint;10200;um2
layout;non-filler cells, final;389;
layout;share of cells above drive strength 1;44.7;%
timing;Worst slew margin;74.5;%
drt;Vias/cell;5.06;
placed_design;placed cells;390;
drt;WL met3;867;um
yosys;register share after synthesis;0;%
layout;register area;0;um2
timing;RSZ-0062 raised after global routing;true;
timing;worst-margin pin slew;0.381;ns
setup_path;Crit. End Element;output pin;
[logic make-up (layout without fill, tap and decap cells)]
| kind of cell | Yosys count | in the layout |
|---|---|---|
| AOI/OAI and AO/OA | 57 | 57 |
| buffers and inverters | 26 | 109 |
| muxes | 57 | 57 |
| and+or+nand+nor | 30 | 30 |
[power breakdown]
part           total [mW]  internal (mW)  switching, mW
combinational       0.498          0.290          0.208
clock                   0              0              0
sequential              0              0              0
total               0.498          0.290          0.208
[layout by cell type (no fill, tap or decap)]
cell             instances
buf_4                   51
mux4_2                  35
o22ai_1                 32
clkdlybuf4s50_1         31
nor2_1                  17
dlygate4sd2_1           14
mux2i_1                 13
nand2_1                  7
mux2_2                   7
a22oi_1                  6
a21oi_1                  6
dlymetal6s2s_1           5
a221oi_2                 4
o22ai_2                  3
mux2i_2                  2
nor2b_2                  2
o221ai_1                 2
inv_1                    2
clkbuf_4                 2
buf_6                    2
buf_12                   2
nand2b_1                 1
or2_4                    1
nand2b_2                 1
and2_1                   1
a221oi_1                 1
a211oi_1                 1
a222oi_1                 1
a21oi_4                  1
[worst max-delay path, delay by kind of cell]
family          cells  cell delay (ns)
compound gates      1             0.22
buf+inv             3             1.03
simple gates        1             0.08
mux                 1             0.53
[layer usage]
layer  vias up  track usage [%]
li1        904                -
met1       961             12.0
met4         0            0.298
met2       102             15.3
met5         -                0
met3         2             2.91
[area by class of cell]
type	count	area, um2	area share [%]
multi-input combinational	144	1600	58.5
timing repair buffer	107	956	35.0
inverter	2	7.51	0.275
tap	136	170	6.24
[metrics by stage]
stage / utilization (%) / instance area [um2] / hold slack, ns
detailed placement: 26.0 / 2660 / 2.31
floorplan: - / 1680 / 1.58
global placement: 26.0 / 2660 / 2.31
CTS: 25.9 / 2650 / 2.31
global route: 26.7 / 2730 / 2.17
finish: 26.7 / 2730 / 2.13
[how the worst max path moves through the flow]
stage / from / endpoint / slack [ns] / depth (start not counted)
global route: rt[2] / out_rh[13] / -0.05 / 7
CTS: in[9] / out_lf[4] / 0.0002 / 6
finish: in[2] / out_lf[11] / 0.06 / 6
[what timing repair did]
action,CTS,global route
setup endpoints to repair,18,25
resized,19,20
pin swaps,1,0
[synth_stat cells]
cell and count:
buf_1 2, or2_2 1, a21oi_1 7, buf_6 2
mux4_2 34, buf_2 3, inv_1 2, nand2_1 7
a222oi_1 1, mux2i_1 15, mux2_2 7, buf_4 5
o22ai_1 35, a211oi_1 1, mux4_1 1, o221ai_1 2
buf_12 1, a22oi_1 6, nor2_1 17, and2_1 1
clkbuf_1 11, a221oi_1 5, nor2b_1 2, nand2b_1 2
Power and IR drop assume default switching activity.
