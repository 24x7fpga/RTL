File: /design/flow/design.v
 `timescale 1ns/1ns
module i2c_master ( 
   o_sda, o_scl, busy, done, rx_data,
   clk, rst_n, rw, start, i_sda, rx_ack, tx_data
   );
   output   o_sda;
   output	o_scl;
   output	busy;
   output	done;
   output [7:0]	rx_data;
   input	clk;
   input	rst_n;
   input	rw;
   input	start;
   input	i_sda;
   input	rx_ack;
   input [7:0]	tx_data;
   reg			busy;
   reg			done;
   reg			o_scl;
   reg			o_sda;
   reg [7:0]		rx_data;
   logic [1:0]	ph;                     
   logic [11:0]	dvsr_cnt;               
   logic [11:0]	quand;
   logic [2:0]	cnt_reg, cnt_nxt;
   logic	ack_reg,ack_nxt;
   logic [7:0] tx_reg, tx_nxt;
   logic [7:0] rx_reg, rx_nxt;
   typedef enum {st_idle, st_start, st_tx_data, st_tx_ack, st_rx_data, st_rx_ack, st_end, st_stop} state_type;
   state_type st_reg, st_nxt;
   assign quand = 12'd500 >> 2;              
   always_ff@(posedge clk)begin
      if(!rst_n)begin
	 dvsr_cnt <= 12'h0;
      end else begin
	 if(st_reg != st_idle)begin
	   if(dvsr_cnt == 12'd500-1)
	       dvsr_cnt <= 12'h0;
	   else
	       dvsr_cnt <= dvsr_cnt + 1;
	 end else
	   dvsr_cnt <= 12'h0;
      end
   end
   always_comb begin
      if(dvsr_cnt < quand)
	ph = 2'b00;
      else if(dvsr_cnt < 2*quand)
	ph = 2'b01;
      else if(dvsr_cnt < 3*quand)
	ph = 2'b10;
      else
	ph = 2'b11;
   end
   always_ff@(posedge clk)begin
      if(!rst_n)begin
	 st_reg  <= st_idle;
	 cnt_reg <= 3'h7;
	 ack_reg <= 1'b0;
	 tx_reg  <= 8'h0;
	 rx_reg  <= 8'h0;
      end else begin
	 st_reg  <= st_nxt;
	 cnt_reg <= cnt_nxt;
	 ack_reg <= ack_nxt;
	 tx_reg  <= tx_data;
	 rx_reg  <= rx_nxt;
      end
   end
   always_comb begin
      o_sda   = 1'b1;
      o_scl   = 1'b1;
      st_nxt  = st_reg;
      busy    = 1'b0;
      done    = 1'b0;
      ack_nxt = 1'b0;
      cnt_nxt = 3'h7;
      rx_nxt = rx_reg;
      case(st_reg)
	st_idle : begin
	   if(start)
	     st_nxt = st_start;
	   else
	     st_nxt = st_idle;
	end
	st_start : begin
	   o_scl = !ph[1];
	   busy  = 1'b1;
	   if(dvsr_cnt > quand)
	     o_sda = 1'b0;
	   if(dvsr_cnt == 12'd500-1)begin
		st_nxt = st_tx_data;
	   end else begin
	      st_nxt   = st_start;
	   end
	end  
	st_tx_data : begin
	   o_scl = ph[1] ^ ph[0];
	   o_sda = tx_reg[cnt_reg];
	   busy  = 1'b1;
	   if(cnt_reg == 0 && dvsr_cnt == 12'd500-1)
	     st_nxt  = st_tx_ack;
	   else begin
	      st_nxt = st_tx_data;
	      if(dvsr_cnt == 12'd500-1)
		cnt_nxt = cnt_reg - 1;
	      else
		cnt_nxt = cnt_reg;
	   end
	end  
	st_tx_ack : begin
	   o_scl = ph[1] ^ ph[0];
	   busy  = 1'b0;
	   if((ph[1] & ~ph[0]) & !i_sda)
	      ack_nxt = 1'b1;
	   else
	     ack_nxt  = ack_reg;
	   if((dvsr_cnt == 12'd500-1) & ack_reg)
	     if(start)begin
	       if(rw)
		    st_nxt = st_rx_data;
	      else
	       st_nxt = st_tx_data;
	     end else
	       st_nxt = st_end;
	   else
	     st_nxt = st_tx_ack;
	end  
	st_rx_data : begin
	   o_scl = ph[1] ^ ph[0];
	   busy  = 1'b1;
	   rx_nxt[cnt_reg] = i_sda;
	   if(cnt_reg == 0 && dvsr_cnt == 12'd500-1)
	     st_nxt  = st_rx_ack;
	   else begin
	      st_nxt = st_rx_data;
	      if(dvsr_cnt == 12'd500-1)
		cnt_nxt = cnt_reg - 1;
	      else
		cnt_nxt = cnt_reg;
	   end
	end  
	st_rx_ack : begin
	   o_scl = ph[1] ^ ph[0];
	   o_sda = rx_ack;
	   if(dvsr_cnt == 12'd500-1)begin
	     if(start)
	       st_nxt = st_rx_data;
	     else
	       st_nxt = st_end;
	   end else
	     st_nxt = st_rx_ack;
	end  
	st_end : begin
	   o_scl = 1'b0;
	   o_sda = 1'b0;
	   done  = 1'b1;
	   if(dvsr_cnt > quand)
	     st_nxt = st_stop;
	   else
	     st_nxt = st_end;
	end  
	st_stop : begin
	   o_scl = 1'b1;
	   if(dvsr_cnt > 2*quand)
	     o_sda = 1'b1;
	   else
	     o_sda = 1'b0;
	   if(dvsr_cnt == 12'd500-1)
	     st_nxt = st_idle;
	   else
	     st_nxt = st_stop;
	end  
      endcase  
   end  
assign rx_data = rx_reg;
endmodule  
File: /design/flow/run.sh
#!/bin/bash
# OpenROAD 26Q1-2900-gdf79404cd8, Yosys 0.63+post, stock flow scripts
make -C /OpenROAD-flow-scripts/flow DESIGN_CONFIG=/design/flow/config.mk WORK_HOME=/design/flow/orfs finish
File: /design/flow/config.mk
export PLATFORM = sky130hd
export DESIGN_NAME = i2c_master
export DESIGN_NICKNAME = i2c_master
export VERILOG_FILES = /design/flow/design.v
export SDC_FILE = /design/flow/constraint.sdc
export NUM_CORES = 4
export LEC_CHECK = 1
export CORE_UTILIZATION = 30
File: /design/flow/constraint.sdc
current_design i2c_master

set clk_period 2.5
set clk_io_pct 0.2

create_clock -name clk0 -period $clk_period [get_ports {clk}]

set non_clock_inputs [all_inputs -no_clocks]
set_input_delay [expr $clk_period * $clk_io_pct] -clock clk0 $non_clock_inputs
set_output_delay [expr $clk_period * $clk_io_pct] -clock clk0 [all_outputs]
==> Slide: Implementation Results <==
Implementation Results

Logic synthesis
  • Yosys top cell by area: sky130_fd_sc_hd__dfxtp_1
  • Unique cell type count in the Yosys netlist: 52
  • Post-synth EDFFs: 0
  • Yosys stat cell total: 237
  • Most common flop cell mapped by yosys: sky130_fd_sc_hd__dfxtp_1
  • Most frequent cell after synthesis: sky130_fd_sc_hd__dfxtp_1
  • Commonest cells post-synth: 35 x sky130_fd_sc_hd__dfxtp_1, 30 x sky130_fd_sc_hd__nor2_1, 25 x sky130_fd_sc_hd__nand2_1, 14 x sky130_fd_sc_hd__ha_1, 13 x sky130_fd_sc_hd__inv_1
  • Seq cells post-synth: 35
  • Fraction of synthesis flops using an asynchronous set or reset pin: 0%
  • Syn Area/Cell: 8.568 sq um
  • Share of the synthesized area in the top cell type: 34.50%
  • Post-Syn Instances: 237
  • Cell area leaders: sky130_fd_sc_hd__dfxtp_1 35%, sky130_fd_sc_hd__ha_1 8.6%, sky130_fd_sc_hd__nor2_1 5.5%
  • Summed standard-cell area reported by yosys: 0.002031 sq mm
  • Register share after synthesis: 34.50%
  • Post-synthesis instance area: 0.002031 sq mm
  • Synthesis Warnings: 2

Layout
  • Number of flip-flops under the largest register name: 12
  • Layout Cell Area excl Fill: 0.002676 sq mm
  • Utilization of the core after routing: 41.44%
  • Share of layout cells above drive strength 1: 20.77%
  • Synth-to-layout area growth: 31.79%

Final timing
  • Part of the cycle the worst path needs: 101.7%
  • Hold WS: 0.4531 ns
  • Post-layout min period: 2.544 ns
  • Setup repair after global routing missed its margin: true
  • Final hold vios: 0
  • Worst-margin pin slew: 0.3942 ns
  • Upper clock frequency limit: 0.3931 GHz
  • Max-slew headroom at the worst pin: 73.48%
  • Clock skew: 0.005450 ns
  • Total setup violations reported at the end of the flow: 1
  • Number of slew-limit violations in the final report: 0
  • Setup slack after layout: -0.04363 ns

Route
  • DRC violation count after routing: 0
  • Drt pass-1 iters: 21
  • Remaining number of nets flagged by the antenna check after routing: 0
  • Number of DRC violations after detailed-routing iteration 0: 109
  • Routed wire length: 4351 microns
  • Detail-routed net length per standard cell: 12.05 microns
  • N_diodes: 0
  • Detailed-route vias per instance: 4.801
  • Routed vias: 1,733

Place
  • Post-DP HPWL: 3092 microns
  • Dpl ws: -0.1305 ns
  • Final weighted congestion in routability-driven placement: 0.8195
  • Placed instance area: 0.002480 sq mm
  • Port Buffer Count: 25

Power and ir drop
  • Pwr dens: 477.4 mW/mm^2
  • Cell Int Power: 1018 uW
  • Portion of total power attributed to sequential cells: 44.6%
  • Pwr Total: 1278 uW
  • Power share of the combinational group: 7.1%
  • Worst vdd ir: 0.2947 mV
  • Static leakage: 0.001034 uW
  • Sw Ratio: 20.29%
  • Switching pwr: 259.2 uW
  • Clock network fraction of design power: 48.3%

Outcome
  • Result of the run: complete, but fails checks
  • Failing checks: setup timing

Worst hold path
  • Hold crit path type: flop to flop

Floorplanning
  • Rows: 29
  • Die extent in y: 84.28 microns
  • Core ar.: 0.006459 sq mm
  • Width of the chip: 84.28 microns
  • Ports: 26
  • Chip area: 0.007102 sq mm
  • Floorplan core density: 31.44%

Global routing
  • Largest net degree at the start of global routing: 22
  • Number of antenna violations at the first check in global routing: 0
  • Via count of the first global-routing pass: 1,628
  • Global-route wire length before repair: 7417 microns
  • Overall overflow remaining after global route: 0
  • GR Util All Layers: 13.00%

Critical path
  • Length in cells of the worst reg-to-reg path: 7
  • Start-to-end type of the worst setup path: flop to output port
  • Type of element capturing the critical path: output port
  • Largest fanout on the critical path: 2
  • Crit Reg-Reg Startpoint: cnt_reg[0]
  • Internal reg-to-reg setup slack: 0.41 ns
  • Crit. Startpoint: dvsr_cnt[8]
  • Arrival time at the worst endpoint: 2.04 ns
  • FF-to-FF End: rx_reg[4]
  • Critical Path Source Type: flop
  • Critical path endpoint: o_scl
  • Worst endpoint required time: 2.00 ns

Clock network
  • Number of buffers created by CTS: 5
  • Skew-Pair Late Insertion Delay: 0.29 ns
  • Clock Tree Buf Depth: 2
  • Post-cts hold-fix buffer tally: 0
  • Register clock-pin slew on the reported worst setup and hold paths: 0.08 ns
  • Num Clock Sinks: 35
  • CTS tree: done
  • H-tree Lvls: 2
  • Clk root buf: sky130_fd_sc_hd__clkbuf_8

Run
  • Max Cap Viol: 0
  • Count of warning messages emitted by the tools: 36
[timing repair]
action	in CTS	in global routing
endpoints found under the setup margin	2	2
resized	15	5
buffers inserted	1	1
pin swaps	7	3
[logic make-up after synthesis]
family / share of synthesized area [%]
AND/OR/NAND/NOR: 28.84
AND-OR/OR-AND: 13.37
flip-flops: 34.50
buffers and inverters: 6.223
adder cells (fa/ha/maj): 8.626
XOR/XNOR: 4.745
multiplexers: 3.697
[routing by layer]
layer / global-route usage (%) / wire (microns)
met1: 18.99 / 2181
met2: 20.79 / 1910
met3: 2.390 / 173
met4: 2.194 / 85
met5: 0 / 0
[cell type report]
class / instances / area (sq um)
clock buffers: 6 / 72.57
clock inverters: 2 / 60.06
fillers: 643 / 3782
inverters: 13 / 48.80
multi-input cells: 177 / 1247
flip-flops and latches: 35 / 708.2
well taps: 77 / 96.34
repair buffers: 51 / 442.9
[power groups by stage]
stage | Sequential [uW] | Clock, uW | Combinational (uW)
CTS | 569 | 626 | 88.4
global route | 571 | 652 | 101
finish | 570 | 617 | 91.0
[worst max-delay path, stage by stage, from the launching register on]
cell and delay [ns]:
sky130_fd_sc_hd__dfxtp_1 0.32, sky130_fd_sc_hd__nor4_2 0.31, sky130_fd_sc_hd__o21a_1 0.19, sky130_fd_sc_hd__nor2_1 0.04, sky130_fd_sc_hd__o21a_1 0.18, sky130_fd_sc_hd__ha_1 0.26
sky130_fd_sc_hd__inv_1 0.03, sky130_fd_sc_hd__a221o_1 0.31, sky130_fd_sc_hd__buf_2 0.11
[metrics by stage]
stage / cells / TNS, ns
final: 361 / -0.04363
after global routing: 361 / -0.1713
after CTS: 360 / -0.1116
after detailed placement: 351 / -0.1305
after global placement: 351 / -0.1180
after floorplan: 237 / 0
[worst min path at each step]
stage                     start         to  cells past startpoint
final                 rx_reg[5]  rx_reg[5]                      2
after global routing  rx_reg[5]  rx_reg[5]                      2
after CTS             rx_reg[5]  rx_reg[5]                      2
[cell usage in the layout, fill, tap and decap left out, drive strengths merged, types with 3 or more instances in the layout]
master and n:
mux2i 3, and2 10, a22oi 3, nor2 31, nand2 25, clkdlybuf4s50 23
xnor2 9, inv 13, o21ai 11, ha 14, o21a 3, nor3 9
nand4 3, clkbuf 6, buf 27, a21oi 3, nand3 7, and3 5
nor2b 7, a21boi 4, dfxtp 35
No activity file was given, so power comes from the tool's default toggle rates.
