==> /design/flow/design.v <==
`timescale 1ns/1ns
module freq_div #(parameter n = 4) ( 
   div2, div4, div6, div3, div5, div7,
   clk, rst
   );
   input clk;
   input rst;
   output div2;
   output div4;
   output div6;
   output div3;
   output div5;
   output div7;
   freq_div_odd #( 
		  .n			(n)) ODD_DIV ( 
						      .div3		(div3),
						      .div5		(div5),
						      .div7		(div7),
						      .clk		(clk),
						      .rst		(rst));
   freq_div_even #( 
		   .n			(n)) EVEN_DIV ( 
						       .div2		(div2),
						       .div4		(div4),
						       .div6		(div6),
						       .clk		(clk),
						       .rst		(rst));
endmodule
`timescale 1ns/1ns
module freq_div_even #(parameter n = 4) ( 
   div2, div4, div6,
   clk, rst
   );
   input clk;
   input rst;
   output div2;
   output div4;
   output div6;
   reg  [$clog2(n)-1:0] cnt_reg, cnt_reg6;
   wire [$clog2(n)-1:0] cnt_nxt, cnt_nxt6;
   reg			cnt6_q1;
   always@(posedge clk)
     begin
	if(!rst)begin
	   cnt_reg  <= 'h0;
	   cnt_reg6 <= 'h0;
	end else begin
	   cnt_reg  <= cnt_nxt;  
	   cnt_reg6 <= cnt_nxt6;
	end
     end  
   assign cnt_nxt  = cnt_reg + 'h1;  
   assign cnt_nxt6 = (cnt_reg6 == 5) ? 'h0 : cnt_reg6 + 'h1;
   assign div2 = cnt_reg[1];
   assign div4 = cnt_reg [2];
   always@(posedge clk)
     begin
	cnt6_q1 <= cnt_reg6[1];
     end
   assign div6 = cnt_reg6[2] | cnt6_q1;
endmodule  
`timescale 1ns/1ns
module freq_div_odd #(parameter n = 3) ( 
   div3, div5, div7,
   clk, rst
   );
   input clk;
   input rst;
   output div3;
   output div5;
   output div7;
   reg  [$clog2(n)-1:0] cnt_reg3, cnt_reg5, cnt_reg7;
   wire [$clog2(n)-1:0] cnt_nxt3, cnt_nxt5, cnt_nxt7;
   reg 			cnt3_q1, cnt5_q1, cnt7_q2;
   always@(posedge clk)
     begin
	if(!rst)begin
           cnt_reg3 <= 'h0;
	   cnt_reg5 <= 'h0;
	   cnt_reg7 <= 'h0;
	end else begin
	   cnt_reg3 <= cnt_nxt3;
	   cnt_reg5 <= cnt_nxt5;
	   cnt_reg7 <= cnt_nxt7;
	end
     end
   assign cnt_nxt3 = (cnt_reg3 == 2) ? 'h0 : cnt_reg3 + 'h1;
   assign cnt_nxt5 = (cnt_reg5 == 4) ? 'h0 : cnt_reg5 + 'h1;
   assign cnt_nxt7 = (cnt_reg7 == 6) ? 'h0 : cnt_reg7 + 'h1;  
   always@(negedge clk)
     begin
	cnt3_q1 <= cnt_reg3[1];
     end
   assign div3 = cnt_reg3[1] | cnt3_q1;
   always@(negedge clk)
     begin
	cnt5_q1 <= cnt_reg5[1];
     end
   assign div5 = cnt_reg5[1] | cnt5_q1;
   always@(negedge clk)
     begin
	cnt7_q2 <= cnt_reg7[2];
     end
   assign div7 = cnt_reg7[2] | cnt7_q2;
endmodule  
==> /design/flow/run.sh <==
#!/bin/bash
# OpenROAD 26Q1-2900-gdf79404cd8, Yosys 0.63+post, stock flow scripts
make -C /OpenROAD-flow-scripts/flow DESIGN_CONFIG=/design/flow/config.mk WORK_HOME=/design/flow/orfs finish
==> /design/flow/config.mk <==
export PLATFORM = sky130hd
export DESIGN_NAME = freq_div
export DESIGN_NICKNAME = freq_div
export VERILOG_FILES = /design/flow/design.v
export SDC_FILE = /design/flow/constraint.sdc
export NUM_CORES = 4
export LEC_CHECK = 1
export CORE_AREA = 10 10 70 70
export DIE_AREA = 0 0 80 80
==> /design/flow/constraint.sdc <==
current_design freq_div

set clk_period 1.0
set clk_io_pct 0.2

create_clock -name clk0 -period $clk_period [get_ports {clk}]

set non_clock_inputs [all_inputs -no_clocks]
set_input_delay [expr $clk_period * $clk_io_pct] -clock clk0 $non_clock_inputs
set_output_delay [expr $clk_period * $clk_io_pct] -clock clk0 [all_outputs]
==> run summary <==
Results of the flow run.

In the synthesized netlist, the dominant kind of combinational cell is simple AND/OR/NAND/NOR gates. The clock transition time at the flip-flop clock pins of the worst setup and hold paths stands at ~0.050 ns. The HPWL after detailed placement is 310 um.

Per the synthesis report, the simple-gate share of the synthesized area is 0.184. The buffer_ports step reported a buffer count of 4. No sink is reached through more buffers than the 2 on the longest clock path.

The deepest level of the CTS H-tree stands at 1. In the final layout, the share of cells above drive strength 1 is 0.297. Warnings reported by Yosys during synthesis add up to 6. For this configuration, the core starts out at a cell density of 0.0817. The script parses the final routing iteration and logs DRC violations as 0.

Yosys reports a chip area of ~280 sq um. Per the post-synthesis report, the number of cells in the design is 27. The signal arrival time at the worst endpoint stands at around 1.4 ns. The number of antenna cells inserted stands at 0. The number of register bits inferred by synthesis stands at 8.

The tally of non-filler cells in the final layout stands at roughly 83. The detail route stage leaves a number of antenna-violating nets equal to 0. By startpoint and endpoint, the worst setup path is classified as reg -> out. The number of buffers inserted to repair setup after CTS stands at 0. Per the GRT congestion report, total overflow comes to 0.

The final layout report lists a filler cell count of a little under 400. The first-iteration detailed-routing DRC count stands at 4. Counting endpoints that fail hold in the final report gives 0.

The source-to-sink clock delay at the later pin of the worst-skew pair stands at about 0.30 ns. The top-level port count stands at 8. Final hold analysis gives a worst-case slack of ~0.42 ns.

The checks that failed: setup timing. The number of maximum-capacitance constraint violations stands at 0. The number of instances in the placed design stands at 78.

The final wirelength stands at ~430 um. Per the post-place timing report, worst setup slack is -0.594 ns. The average instance in the mapped netlist occupies 10.3 sq um.

The pre-antenna-repair detailed-routing pass consisted of 2 iterations. The portion of synthesized area spent on multiplexers is 0. The power report lists cell-internal power as between 0.6 and 0.7 mW. STA classifies the critical path endpoint as a primary output. For the worst reg-to-reg path, the startpoint reported by OpenROAD is ODD_DIV.cnt_reg5[1]. The number of logged tool warnings stands at 30. The synthesized-area fraction occupied by ao, oa, aoi and oai cells stands at 0. sky130_fd_sc_hd__dfxtp_1 takes more of the synthesized area than any other cell. The number of cells on the worst reg-to-reg path is 1. The die covers approximately 0.0064 sq mm. The y dimension of the die stands at roughly 80 um.

The most critical setup path has its startpoint at ODD_DIV.cnt3_q1. The final report gives the core utilization as 0.120. Clock tree synthesis selected as its root buffer the cell sky130_fd_sc_hd__clkbuf_4. For this run, the register share of the synthesized area comes to 0.574. Setup repair after global routing could not meet its margin everywhere. The area of the mapped netlist stands at 279 sq um. The area after detailed placement stands at 383 sq um.

Summed over all failing endpoints, the final setup total negative slack is -1.17 ns. Summed over all cells, the static leakage comes to about 0.19 nW. Of all nets on the critical path, the largest fanout is 1. Between the synthesized netlist and the finished layout, the area growth was recorded as 46.6%. The capture point of the worst register-to-register path is recorded as ODD_DIV.cnt5_q1. The total chip power stands at between 0.7 and 0.8 mW.

Summed over all routing layers, the global router reports a total usage of 0.0121. The cell area after layout stands at about 410 sq um. The share of power burned in combinational logic stands at 0.159.

The number of clock sinks seen by CTS stands at 8. The worst path setup slack after routing stands at -0.595 ns. The most critical setup path has its endpoint at div3.

The final route contains ~180 vias. The number of clock buffers added by TritonCTS is 3. The data required time at the worst endpoint stands at ~0.8 ns.

The arithmetic-cell share of the synthesized area counting full adders, half adders and majority gates stands at 0.0448. The largest net degree at the start of global routing stands at 6. The core region is approximately 0.0034 sq mm.

The final max-slew violation count recorded for this run is 0. The floorplan has 21 rows. The final setup violation count stands at 2. The first global-routing pass estimated 634 um of wire. The top cell type in the final layout, fill and taps aside, is sky130_fd_sc_hd__dfxtp_1.

The share of synthesized area in the top cell type comes to 0.574. The count of instantiated cells in the yosys netlist stands at 27. The most common logic cells in the final layout are sky130_fd_sc_hd__dfxtp_1 (6), sky130_fd_sc_hd__inv_1 (3), sky130_fd_sc_hd__conb_1 (3), sky130_fd_sc_hd__clkbuf_4 (3).

The proportion of power drawn by flip-flops and latches stands at 0.484. The total power per unit cell area stands at a little under 2000 mW/mm^2. The average vias per placed instance stands at 2.14. The via count of the first global-routing pass stands at 175.

The xor/xnor share of the synthesized area stands at 0.0628. The net switching power of the design stands at ~0.18 mW. Between clock sinks in the finished design, the worst skew comes to ~0.053 ns. The number of antenna violations at the first check in global routing stands at 0. Ranked by total cell area, the synthesized netlist is headed by sky130_fd_sc_hd__dfxtp_1 (57%), sky130_fd_sc_hd__buf_4 (8.1%), sky130_fd_sc_hd__xor2_1 (6.3%). The tightest min-delay check is of the reg -> reg type. TritonCTS built the clock tree. The flow ran to the end, but the final reports show violations. The worst setup path is launched from a register. Per the gpl log, the routability congestion estimate is roughly 0.60. The routed design shows a wire length per standard cell of between 5 and 6 um. Switching power as a fraction of the total was reported as 0.222. The maximum vdd drop stands at 0.000271 V. The share of total power dissipated in the clock network is 0.357.

The count of distinct cell types in the synthesized netlist stands at 12. For flop-to-flop paths, the worst setup slack is around 0.010 ns. The width of the die stands at 80 um.
[per-layer routing]
layer  wire length [um]  vias to the layer above  part of all wire  track usage
li1                   -                       92                 -            -
met1                159                       77              0.37       0.0115
met2                162                        7              0.38       0.0152
met3                 70                        2              0.16       0.0102
met4                 34                        0             0.080       0.0123
met5                  0                        -                 0            0
[power groups by stage]
| stage | clock [mW] | sequential, mW | combinational [mW] |
|---|---|---|---|
| CTS | 0.304 | 0.382 | 0.125 |
| global route | 0.313 | 0.390 | 0.148 |
| finish | 0.285 | 0.386 | 0.127 |
[synth_stat cells (all sizes together)]
library cell	number
nand2b	1
inv	2
or2	2
dfxtp	8
conb	2
ha	1
buf	3
and2	2
xor2	2
nor2b	2
nor2	2
[cell type report]
| cell class | count | area, sq um | share of cell area |
|---|---|---|---|
| Sequential cell | 8 | 163 | 0.398 |
| Multi-Input combinational cell | 15 | 95.1 | 0.232 |
| Tap cell | 46 | 57.6 | 0.141 |
| Timing Repair Buffer | 7 | 56.3 | 0.138 |
| Clock buffer | 4 | 26.3 | 0.0642 |
| Clock inverter | 2 | 7.51 | 0.0183 |
| Inverter | 1 | 3.75 | 0.00917 |
[logic make-up after synthesis]
family | Yosys count
AND/OR/NAND/NOR | 9
flip-flops | 8
buffers and inverters | 5
XOR/XNOR | 2
other | 2
adder cells (fa/ha/maj) | 1
[how the worst min path moves through the flow]
| stage | from | endpoint | slack (ns) | cells after the start |
|---|---|---|---|---|
| 5_1_grt | ODD_DIV.cnt_reg3[0] | ODD_DIV.cnt_reg3[0] | 0.42 | 1 |
| 4_1_cts | ODD_DIV.cnt_reg3[0] | ODD_DIV.cnt_reg3[0] | 0.42 | 1 |
| 6_report | ODD_DIV.cnt_reg3[0] | ODD_DIV.cnt_reg3[0] | 0.42 | 1 |
[critical path, cell delays in order (launching register included)]
cell and delay, ns:
sky130_fd_sc_hd__dfxtp_1 0.28, sky130_fd_sc_hd__or2_4 0.21, sky130_fd_sc_hd__buf_2 0.11
[what timing repair did]
item                       in CTS  in global routing
resized                         9                  2
hold buffers                    0                  0
pin swaps                       0                  0
setup endpoints to repair       3                  3
Power figures rest on the tool's default switching activity, not on a simulated workload.
